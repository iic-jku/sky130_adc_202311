===== design.v =====
`default_nettype none
`default_nettype none
module adc_bridge (
    input wire              clk,                 
    input wire              rst_n,               
    input wire              dat_i,               
    input wire              load,                
    input wire [15:0]       adc_res,             
    input wire              adc_conv_finished,
    input wire              adc_conv_finished_osr,
    output wire [15:0]      adc_cfg1,            
    output wire [15:0]      adc_cfg2,            
    output wire             dat_o,               
    output wire             conv_finish,         
    output wire             tie1,                
    output wire             tie0                 
    );
    reg [32:0]              adc_cfg_store_r;     
    reg [32:0]              adc_cfg_load_r;      
    reg [19:0]              adc_res_r;           
    reg                     adc_cfg_written_r;   
    wire                    conv_finish_sel;
    assign dat_o = adc_res_r[0];
    assign adc_cfg1 = adc_cfg_store_r[15:0];
    assign adc_cfg2 = adc_cfg_store_r[31:16];
    assign conv_finish_sel = adc_cfg_store_r[32];
    assign tie1=1'b1;
    assign tie0=1'b0;
    assign conv_finish = (conv_finish_sel == 1'b0) ?
                            adc_conv_finished_osr :
                            adc_conv_finished; 
    always @(posedge clk or negedge rst_n) begin
        if (rst_n == 1'b0) begin
            adc_cfg_written_r <= 1'b0;
            adc_cfg_store_r <= 33'd0;
            adc_cfg_load_r <= 33'd0;
            adc_res_r <= 20'd0;
        end else begin
            if (clk == 1'b1) begin
                if (load == 1'b0) begin
                    adc_res_r <= {1'b0,adc_res_r[19:1]};  
                    adc_cfg_load_r <= {dat_i,adc_cfg_load_r[32:1]};  
                end else begin
                    adc_res_r <= {2'b10,adc_res,2'b01};
                    if (adc_cfg_written_r == 1'b0) begin
                        adc_cfg_written_r <= 1'b1;
                        adc_cfg_store_r <= adc_cfg_load_r;
                    end
                end
            end
        end
    end
endmodule  

===== run.sh =====
#!/bin/bash
# OpenROAD 26Q1-2900-gdf79404cd8, Yosys 0.63+post, stock flow scripts
make -C /OpenROAD-flow-scripts/flow DESIGN_CONFIG=/design/flow/config.mk WORK_HOME=/design/flow/orfs finish

===== config.mk =====
export PLATFORM = sky130hd
export DESIGN_NAME = adc_bridge
export DESIGN_NICKNAME = adc_bridge
export VERILOG_FILES = /design/flow/design.v
export SDC_FILE = /design/flow/constraint.sdc
export NUM_CORES = 4
export LEC_CHECK = 1
export CORE_UTILIZATION = 30

===== constraint.sdc =====
current_design adc_bridge

set clk_period 4.9
set clk_io_pct 0.2

create_clock -name clk0 -period $clk_period [get_ports {clk}]

set non_clock_inputs [all_inputs -no_clocks]
set_input_delay [expr $clk_period * $clk_io_pct] -clock clk0 $non_clock_inputs
set_output_delay [expr $clk_period * $clk_io_pct] -clock clk0 [all_outputs]

==> COMMIT_EDITMSG <==
Update PnR metrics after Yosys + OpenROAD run

* Result of the run: completed
- Per the post-synthesis report, the number of cells in the design is around 190.
- H-tree depth reported by CTS: 3
* Register area share after synthesis: 0.647
- FF/Latch Area: 2180 sq um
- STA on the placed design reports a worst setup slack of 1.88 ns.
- The worst setup path is launched from an input port.
- Main area contributors: sky130_fd_sc_hd__dfrtp_1, sky130_fd_sc_hd__mux2_2, sky130_fd_sc_hd__mux2_4, sky130_fd_sc_hd__buf_6, sky130_fd_sc_hd__buf_2
- The floorplan step set the die height to around 110 um.
* Die X-Extent: 108 um
* Worst hold-check path type: register to register
- In this run the cell area of the synthesized design comes to 3370 sq um.
- Min setup slack post-route: between 1.5 and 2 ns
- Top-area cell type share of the netlist area: 0.647
- Maximum fanout count along the critical path: 1
- TritonCTS built the clock tree.
* Final total negative setup slack: 0 ns
* Area of the chip: roughly 12000 sq um
* Layout Cells excl Fill: 390
- Final Hold Violation Tally: 0
- CP arrival: 2.03 ns
* Buffer count from post-CTS setup fixing: 0
- For this run, the detailed router's first-pass iteration total came to 3.
* Layout-stage area growth over the synthesis result: 25.0%
- Per the synthesis report, the number of distinct cell types is 10.
- The number of antenna diodes in the final layout is 0.
- Total number of placement rows: 38
* Kind of end point of the critical path: primary output
* Drt drc: 0
- Post-DR wirelength/cell: 12.8 um
* Clock Latency Late Sink: 0.34 ns
- In this run, placement finished with an instance count of approximately 380.
- The detail route stage leaves a number of antenna-violating nets equal to 0.
- For this configuration, the core starts out at a cell density of 0.309.
* Leading area contributor after synthesis: sky130_fd_sc_hd__dfrtp_1
* Max Cap Viol: 0
- The worst setup path is of the input port to primary output kind.
* Worst-case hold slack: around 0.43 ns
- Worst slew margin: 0.565
* Wire length of the first global-routing pass: ~8700 um
- Sum of overflow across all layers after global routing: 0
- Mean instance size in the synthesized netlist: between 15 and 20 sq um
- After clock tree synthesis, the flow added hold-fix buffers numbering 0.
* Number of buffers inserted during clock tree synthesis: 9
- Resize count post-CTS: 0
* Vias in the first global route: around 1800
- For this run, the top clock speed supported by timing is between 300 and 400 MHz.
- In this run the deepest clock path goes through 2 buffers.
* Static leakage power: ~1.9 nW
- Warning count from the yosys run: 1
- Power Dens Cells: approximately 370 nW/um^2
- Setup repair after global routing left no endpoint under its margin.
- Summing all multi-input logic gate instances after layout gives roughly 1100 sq um.
- Entering global routing, the biggest net connects roughly 55 pins.
- The initial antenna violation count is 0.
* Clk pin slew, worst setup/hold paths: ~0.080 ns
* IO Port Bufs: 55
- Registers, synthesis: 87
- Root buf cell: sky130_fd_sc_hd__clkbuf_8
* YS chip area: around 3400 sq um
- Min Clock Period, post-route: 3.01 ns
* Count of boundary I/O pins: 58
* Placed Area: about 4000 sq um
- Fraction of final layout cells sized beyond drive strength 1: 0.424
- Overall power consumption: 1.57 mW
- The layout stage reports a final design area of about 4200 sq um.
* Final setup violation count: 0
- Post-layout period usage: 0.615
- Total cells reported by yosys after synthesis: approximately 190
- Total number of clock tree sinks: 87
- Number of logged tool warnings: 25
* Setup clock skew after layout: 0.00597 ns
- Per the layout report, the design carries 1023 filler cells.
- The post-route utilization of the core is recorded as 0.386.
- DP Wirelength: between 2000 and 3000 um
* Total via count in the routed design: 1629
- The core region is ~11000 sq um.
* Total routing usage reported by global routing: 0.0963
- Largest voltage drop on the vdd net: around 140 uV
* Routability congestion estimate from global placement: 0.664
- Required time of the critical path: a little under 4 ns
* Number of DRC markers after the initial detailed-route iteration: 18
- Via-per-instance ratio: approximately 4.2
* Detailed Route WL: roughly 5000 um
- Actual slew at the worst max-slew pin: approximately 0.65 ns
* Max-slew violation count: 0
-- routing by layer --
| layer | GRT usage | share of wire |
|---|---|---|
| met5 | 0 | 0 |
| met4 | 0.0157 | 0.018 |
| met3 | 0.0252 | 0.052 |
| met2 | 0.145 | 0.43 |
| met1 | 0.147 | 0.50 |
-- cell usage after synthesis --
library cell	count
sky130_fd_sc_hd__dfrtp_1	87
sky130_fd_sc_hd__mux2_2	53
sky130_fd_sc_hd__mux2_4	30
sky130_fd_sc_hd__buf_2	5
sky130_fd_sc_hd__buf_6	5
sky130_fd_sc_hd__buf_4	2
sky130_fd_sc_hd__conb_1	2
sky130_fd_sc_hd__nor2b_1	2
sky130_fd_sc_hd__or2_2	2
sky130_fd_sc_hd__nor2b_4	1
-- flip-flops by register name, summed over array words and instances, names as in the netlist --
name and flops:
adc_res_r 20, adc_cfg_written_r 1, adc_cfg_load_r 33, adc_cfg_store_r 33
-- layout by cell type (no fill, tap or decap) --
cell type / n
sky130_fd_sc_hd__mux2_4: 30
sky130_fd_sc_hd__dfrtp_1: 87
sky130_fd_sc_hd__conb_1: 2
sky130_fd_sc_hd__clkinv_2: 3
sky130_fd_sc_hd__nor2b_4: 1
sky130_fd_sc_hd__mux2_2: 53
sky130_fd_sc_hd__buf_4: 4
sky130_fd_sc_hd__or2_2: 2
sky130_fd_sc_hd__buf_2: 1
sky130_fd_sc_hd__clkbuf_8: 11
sky130_fd_sc_hd__bufinv_16: 1
sky130_fd_sc_hd__nor2b_1: 2
sky130_fd_sc_hd__clkdlybuf4s50_1: 53
-- power by group --
group | internal [mW] | total [mW] | switching (mW)
Combinational | 0.116 | 0.166 | 0.0494
Sequential | 0.836 | 0.910 | 0.0744
Clock | 0.258 | 0.497 | 0.238
-- worst max-delay path, stage by stage --
cell and delay [ns]:
sky130_fd_sc_hd__clkdlybuf4s50_1 0.39, sky130_fd_sc_hd__mux2_2 0.26, sky130_fd_sc_hd__clkdlybuf4s50_1 0.41
-- path summary, 6_finish.rpt --
kind / from / endpoint / slack (ns) / cells past startpoint
setup / recovery: adc_conv_finished / conv_finish / 1.89 / 3
hold / removal: adc_res_r[1] / adc_res_r[0] / 0.43 / 1
setup reg to reg: adc_cfg_written_r / adc_cfg_store_r[0] / 3.22 / 3
hold reg to reg: adc_res_r[1] / adc_res_r[0] / 0.43 / 1
max in group asynchronous: rst_n / adc_res_r[11] / 3.33 / 2
min in group asynchronous: rst_n / adc_cfg_store_r[6] / 0.65 / 1
-- logic make-up (layout without fill, tap and decap cells) --
kind of cell,count (synthesis),count (layout),synth area share
simple gates,5,5,0.0115
flops,87,87,0.647
mux,83,83,0.311
buf+inv,12,73,0.0286
other cells,2,2,0.00223
-- final cells by class --
type	instances	share of cell area
multi-input combinational	90	0.260
tap	140	0.0416
clock buffer	11	0.0360
timing repair buffer	58	0.134
sequential	87	0.517
clock inverter	4	0.0107
No activity file was given, so power comes from the tool's default toggle rates.
